==> design/flow/design.v <==
module password_fsm #(parameter DIG_1 = 2, DIG_2 = 0, DIG_3 = 1, DIG_4 = 6) (
    input clk, rst,
    input [9:0] sw, sw_one_shot,
    output reg incorrect, done
);
localparam IDLE = 0;
localparam FIRST_DIG = 1;
localparam SECOND_DIG = 2;
localparam THIRD_DIG = 3;
localparam COMPLETE = 4;
localparam ERROR = 5;
reg [2:0] current_state, next_state;
always @(posedge clk or posedge rst) 
begin
    if (rst)
        current_state <= IDLE;
    else
        current_state <= next_state;
end
always @(*) 
begin
    next_state = current_state;
    case (current_state)
        IDLE: 
            if (sw_one_shot[DIG_1]) 
                next_state = FIRST_DIG;
            else if (sw_one_shot != 0)
                next_state = ERROR;
        FIRST_DIG: 
            if (sw_one_shot[DIG_2])
                next_state = SECOND_DIG;
            else if (sw_one_shot != 0)
                next_state = ERROR;
        SECOND_DIG: 
            if (sw_one_shot[DIG_3])
                next_state = THIRD_DIG;
            else if (sw_one_shot != 0)
                next_state = ERROR;
        THIRD_DIG: 
            if (sw_one_shot[DIG_4])
                next_state = COMPLETE;
            else if (sw_one_shot != 0)
                next_state = ERROR;
        COMPLETE, ERROR:
            if (sw == 0)
                next_state = IDLE;
    endcase
end
always @(posedge clk) 
begin
    case (current_state)
        COMPLETE:
        begin
            done <= 1;
            incorrect <= 0;
        end
        ERROR:
        begin
            done <= 1;
            incorrect <= 1;
        end
        default:
        begin
            incorrect <= 0;
            done <= 0;
        end
    endcase
end
endmodule
module password_top #(
        parameter DIG_1 = 2, 
        DIG_2 = 0, 
        DIG_3 = 1, 
        DIG_4 = 6, 
        WIRE_SIZE = 4, 
        SEGMENTOS = 7, 
        BIT_SIZE = 10,
        INVERT_RST = 1,
        INVERT_SW = 0,
        DEBOUNCE_THRESHOLD = 5000
) (
    input clk, rst,
    input [9:0] sw,
    output [0: SEGMENTOS - 1] HEX_0, HEX_1, HEX_2, HEX_3, HEX_4, HEX_5
);
wire incorrect, done;
wire one_shot_rst;
wire [9:0] sw_one_shot;
genvar i;
generate
    for (i = 0; i < 10 ; i = i + 1) 
    begin : debouncer_gen
        debouncer_one_shot #(.INVERT_LOGIC(INVERT_SW), .DEBOUNCE_THRESHOLD(DEBOUNCE_THRESHOLD)) DEB_ONE_SHOT_SW(
            .clk(clk),
            .signal(sw[i]),
            .signal_one_shot(sw_one_shot[i])
        );
    end
endgenerate
debouncer_one_shot #(.INVERT_LOGIC(INVERT_RST), .DEBOUNCE_THRESHOLD(DEBOUNCE_THRESHOLD)) DEB_ONE_SHOT_RST (
    .clk(clk),
    .signal(rst),
    .signal_one_shot(one_shot_rst)
);
password_fsm #(.DIG_1(DIG_1), .DIG_2(DIG_2), .DIG_3(DIG_3), .DIG_4(DIG_4)) PASSWORD_FSM(
    .clk(clk),
    .rst(one_shot_rst),
    .sw(sw),
    .sw_one_shot(sw_one_shot),
    .incorrect(incorrect),
    .done(done)
);
status_display STATUS_DISPLAY(
    .incorrect(incorrect),
    .done(done),
    .HEX_0(HEX_0),
    .HEX_1(HEX_1),
    .HEX_2(HEX_2),
    .HEX_3(HEX_3),
    .HEX_4(HEX_4),
    .HEX_5(HEX_5)
);
endmodule
module counter_debouncer #(parameter DEBOUNCE_THRESHOLD = 5000)(
	input clk,                                           
    output reg [ceillog2(DEBOUNCE_THRESHOLD)-1:0] counter_out = 0,
    output reg counter_match                             
);
always @(posedge clk)  
begin
    if(counter_out >= DEBOUNCE_THRESHOLD - 1)  
    begin
        counter_out <= 0;    
        counter_match <= 1;  
    end
    else
    begin
        counter_out <= counter_out + 1;  
        counter_match <= 0;              
    end
end
function integer ceillog2;
	input integer data;
	integer i, result;
	begin
		for(i = 0; 2**i < data; i = i + 1)
			result = i + 1;
		ceillog2 = result;
	end
endfunction
endmodule
module debouncer #(parameter DEBOUNCE_THRESHOLD = 5000, INVERT_LOGIC = 0)(
	input clk, 					 
		  debouncer_in,			 
	output reg debouncer_out	 
);
wire [ceillog2(DEBOUNCE_THRESHOLD) - 1: 0] counter_out;  
wire counter_match;						   
wire debouncer_in_processed;
assign debouncer_in_processed = (INVERT_LOGIC) ? ~debouncer_in : debouncer_in;  
counter_debouncer #(.DEBOUNCE_THRESHOLD(DEBOUNCE_THRESHOLD)) CONTADOR_PARA_RATE(
	.clk(clk),
	.counter_out(counter_out),
	.counter_match(counter_match)
);
always @(posedge counter_match)
begin
	if(counter_match)
		debouncer_out <= debouncer_in_processed; 	 
	else
		debouncer_out <= debouncer_out;  
end
function integer ceillog2;
	input integer data;
	integer i, result;
	begin
		for(i = 0; 2**i < data; i = i + 1)
			result = i + 1;
		ceillog2 = result;
	end
endfunction
endmodule
module debouncer_one_shot #(parameter INVERT_LOGIC = 0, DEBOUNCE_THRESHOLD = 5000)(
    input clk, signal,
    output signal_one_shot
);
wire debouncer_out;
debouncer #(.INVERT_LOGIC(INVERT_LOGIC), .DEBOUNCE_THRESHOLD(DEBOUNCE_THRESHOLD)) DEBOUNCER (
    .clk(clk),
    .debouncer_in(signal),
    .debouncer_out(debouncer_out)
);
one_shot ONE_SHOT(
    .clk(clk),
    .signal(debouncer_out),
    .signal_one_shot(signal_one_shot)
);
endmodule
module one_shot(
    input clk, signal,
    output reg signal_one_shot
);
reg delay_signal;
reg x_or_signal_clk;
always @(posedge clk) 
begin
    delay_signal <= signal;
    x_or_signal_clk = delay_signal ^ clk;
    signal_one_shot = x_or_signal_clk & signal;
end
endmodule
module status_display(
    input incorrect, done,
    output reg [0:6] HEX_0, HEX_1, HEX_2, HEX_3, HEX_4, HEX_5
);
    always @(*) 
        begin
            if(done == 1)
                begin
                    if(incorrect == 1)
                        begin
                            HEX_5 = 7'b1111111;
                            HEX_4 = 7'b0110000;
                            HEX_3 = 7'b1111010;
                            HEX_2 = 7'b1111010; 
                            HEX_1 = 7'b1100010;
                            HEX_0 = 7'b1111010; 
                        end
                    else
                        begin
                            HEX_5 = 7'b1111111;
                            HEX_4 = 7'b1111111;
                            HEX_3 = 7'b1000010;
                            HEX_2 = 7'b0000001;
                            HEX_1 = 7'b0001001;
                            HEX_0 = 7'b0110000;
                        end
                end
            else
                begin
                    HEX_5 = 7'b1111111;
                    HEX_4 = 7'b1111111;
                    HEX_3 = 7'b1111111;
                    HEX_2 = 7'b1111111;
                    HEX_1 = 7'b1111111;
                    HEX_0 = 7'b1111111;
                end
        end
endmodule
==> design/flow/run.sh <==
#!/bin/bash
# OpenROAD 26Q1-2900-gdf79404cd8, Yosys 0.63+post, stock flow scripts
make -C /OpenROAD-flow-scripts/flow DESIGN_CONFIG=/design/flow/config.mk WORK_HOME=/design/flow/orfs finish
==> design/flow/config.mk <==
export PLATFORM = sky130hd
export DESIGN_NAME = password_top
export DESIGN_NICKNAME = password_top
export VERILOG_FILES = /design/flow/design.v
export SDC_FILE = /design/flow/constraint.sdc
export NUM_CORES = 4
export LEC_CHECK = 1
export CORE_UTILIZATION = 30
==> design/flow/constraint.sdc <==
current_design password_top

set clk_period 1.8
set clk_io_pct 0.2

create_clock -name clk0 -period $clk_period [get_ports {clk}]

set non_clock_inputs [all_inputs -no_clocks]
set_input_delay [expr $clk_period * $clk_io_pct] -clock clk0 $non_clock_inputs
set_output_delay [expr $clk_period * $clk_io_pct] -clock clk0 [all_outputs]
==> deck_impl_summary.md <==
Key Metrics from the Run

Route
  • Vias/cell: roughly 4.3
  • Post-route ant nets: 0
  • DRC: 0
  • N_diodes: 0
  • DRT iter0 DRCs: roughly 210
  • Via count of the routed design: 5310
  • WL final: between 10000 and 15000 microns
  • Drt pass-1 iters: 4
  • DR WL/cell: slightly above 10 microns

Cells and area
  • Post-route cell area: 0.009275 sq mm
  • Top cell excl fill/tap: dfxtp_1
  • Most frequent cells in the layout: dfxtp_1, nor2_1, xnor2_1
  • Ratio of cells with drive above 1 in the final layout: about a tenth
  • P&R area growth vs syn: 20.79%

Placed design
  • Placed instance area: around 0.0084 sq mm
  • GPL Wtd Cong: approximately 0.8
  • Port Buffers: 40
  • Dpl ws: -0.04352 ns
  • Hpwl dp: 7975 microns

Critical path
  • Peak fanout along the critical path: 7
  • Worst path required time: approximately 1.4 ns
  • Crit path launch type: flop
  • WP data arrival: about 1.4 ns
  • Critical path type: flop to output pin
  • Crit. End Element: output pin
  • Reg2reg setup slack: 0.16 ns

Synthesis
  • Average size of a mapped cell: about 9 sq um
  • Ys cells: ~830
  • Yosys cell types: 42
  • Cell area after synthesis: approximately 0.0077 sq mm
  • Synthesis area per yosys: ~0.0077 sq mm
  • Post-Syn Instances: approximately 830
  • Ys Warns: 6
  • Post-synthesis sequential area ratio: 51.25%
  • FF+latch count, synth: just under 200

Timing
  • Tmin final: roughly 1.7 ns
  • Post-route clock period utilization: roughly 95%
  • Hold Fails Final Rpt: 0
  • Register pins left without a clock: 11
  • PnR worst setup slack: around 0.086 ns
  • RSZ-0062 raised after global routing: false
  • Slew headroom: approximately 64%
  • Setup-failing EPs final: 0
  • Layout Skew: 0.007367 ns
  • Fmax: between 500 and 600 MHz
  • Endpoints left unconstrained: 22
  • Setup tns final: 0 ns
  • Worst slew pin tran: ~0.54 ns
  • Max Slew Vio Count: 0

Power and ir drop
  • Seq pwr share: 43.2%
  • Int Power: slightly below 8000 uW
  • Sw Pwr: around 2200 uW
  • Clock power frac: roughly half
  • Gate power share: 5.3%
  • Total chip power: approximately 10000 uW
  • Net switching share of the total power: ~22%
  • Cell Pwr Density: between 1000 and 1500 mW/mm^2
  • Pleak: ~0.0033 uW
  • VDD IR max: ~0.63 mV

Flow run
  • Log Warnings: 48
  • # Max-Cap Violations: 0

Global route
  • Gr usage total: about a tenth
  • Total global routing overflow: 0
  • Largest net degree at the start of global routing: 18
  • Initial antenna violation count: 0
  • Vias in the first global route: around 5.1k
  • First-pass GRT wire length: ~22000 microns

Floorplan
  • CORE AREA: 0.02511 sq mm
  • DIE AREA: approximately 0.026 sq mm
  • Site Rows: 58
  • Chip Width: around 160 microns
  • Die span in y: between 150 and 200 microns
  • Initial Util: 30.58%
  • Io pins: around 54

Hold path
  • Hold crit path type: clock port to flop

Clocking
  • Reg clk slew, reported paths: 0.06 ns
  • CTS tree: done
  • Worst-Skew Late Latency: roughly 0.53 ns

Outcome
  • Status: complete, no violations
==> what timing repair did <==
item	4_1_cts	5_1_grt
resized	37	5
endpoints found under the hold margin	0	0
endpoints found under the setup margin	29	8
buffers inserted	4	0
gates cloned	1	0
pin swaps	0	1
hold buffers	0	0
==> synthesized netlist by cell type <==
cell type	count	area (sq um)
dfstp_2	1	26.28
and3_1	2	12.51
o31a_1	5	43.79
a211oi_1	1	7.510
buf_6	2	22.52
or4_4	2	22.52
conb_1	1	3.750
nand2_1	36	135.1
buf_1	6	22.52
a21oi_1	12	60.06
nand4_1	25	156.4
nor4_1	12	75.07
nand2b_1	4	25.02
and2_1	11	68.82
xnor2_1	91	797.0
xor2_1	32	280.3
a21o_1	5	37.54
a22o_1	2	17.52
nor3_1	49	245.2
o211ai_1	1	7.510
or4_1	4	30.03
inv_1	22	82.58
buf_4	39	292.8
o21ai_1	4	20.02
and2b_2	1	8.760
a21o_2	1	8.760
o2111ai_1	1	8.760
nor2_2	1	6.260
nor4b_1	1	8.760
clkbuf_1	4	15.01
a211oi_2	1	12.51
nor2b_1	10	62.56
dfrtp_1	5	125.1
a2111oi_2	1	15.01
a31oi_1	6	37.54
nor2_1	167	626.9
o21ai_0	10	50.05
ha_1	11	137.6
dfxtp_1	189	3784
a2111oi_4	1	27.53
nand3_1	49	245.2
o22ai_1	1	6.260
==> critical path, stage by stage, from the launching register on <==
cell,delay [ns]
dfxtp_4,0.39
nand2_4,0.07
buf_4,0.14
dlygate4sd2_1,0.23
==> cell families after synthesis <==
family                     count (synthesis)  synth area share, %
AOI/OAI and AO/OA                         52                4.693
other                                      1              0.04884
and+or+nand+nor                          374                22.52
buffers and inverters                     73                5.670
adders and majority gates                 11                1.792
DFF                                      195                51.25
xor gates and xnor gates                 123                14.03
==> stage by stage <==
step	hold WS [ns]	instances	util, %
finish	0.07742	1231	36.94
global route	0.08052	1231	36.94
CTS	0.06928	1232	36.87
detailed placement	0.1282	1186	33.37
global placement	0.1233	1186	33.37
floorplan	0.07216	841	-
==> cell type report <==
class                           count  area (sq um)
Multi-Input combinational cell    574          3402
Fill cell                        2474         15830
Clock buffer                       26         639.4
Sequential cell                   195          3940
Clock inverter                     15         190.2
Inverter                           22         85.08
Tap cell                          330         412.9
Timing Repair Buffer               69         605.6
==> per-layer routing <==
| layer | up-vias | global-route usage, % | wire length (microns) |
|---|---|---|---|
| met2 | 87 | 14.85 | 4957 |
| met4 | 0 | 2.702 | 261 |
| met1 | 2371 | 14.84 | 6525 |
| met5 | - | 0 | 0 |
| li1 | 2831 | - | - |
| met3 | 21 | 3.412 | 669 |
==> worst paths after layout <==
| path | startpoint | end | cells after the start |
|---|---|---|---|
| setup / recovery | PASSWORD_FSM.done | HEX_4[3] | 3 |
| hold / removal | clk | flop | 5 |
| setup reg to reg | flop | flop | 5 |
| hold reg to reg | DEB_ONE_SHOT_RST.ONE_SHOT.signal_one_shot | PASSWORD_FSM.current_state[2] | 1 |
| max in group asynchronous | DEB_ONE_SHOT_RST.ONE_SHOT.signal_one_shot | PASSWORD_FSM.current_state[0] | 1 |
| min in group asynchronous | DEB_ONE_SHOT_RST.ONE_SHOT.signal_one_shot | PASSWORD_FSM.current_state[2] | 1 |
==> power by group through the flow <==
stage | clock network (uW) | registers (uW) | logic (uW)
CTS | 5320 | 4330 | 565
global route | 5550 | 4350 | 605
finish | 5160 | 4330 | 532
No activity file was given, so power comes from the tool's default toggle rates.
